==> ./design.v <==
module axi_stream_insert_header #(
    parameter DATA_WD = 32,   
    parameter DATA_BYTE_WD = DATA_WD / 8,
    parameter BYTE_CNT_WD = $clog2(DATA_BYTE_WD)
)(
    input   wire                       clk,
    input   wire                       rst_n,
    input   wire                         valid_in,
    input   wire  [DATA_WD - 1 : 0]      data_in,
    input   wire  [DATA_BYTE_WD - 1 : 0] keep_in,
    input   wire                         last_in,
    output  reg                          ready_in,
    output  reg                          valid_out,
    output  reg   [DATA_WD - 1 : 0]      data_out,
    output  reg   [DATA_BYTE_WD - 1 : 0] keep_out,
    output  reg                          last_out,
    input   wire                         ready_out,
    input   wire                         valid_insert,
    input   wire  [DATA_WD - 1 : 0]      data_insert,
    input   wire  [DATA_BYTE_WD - 1 : 0] keep_insert,  
    input   wire  [BYTE_CNT_WD - 1 : 0]  byte_insert_cnt,
    output  reg                          ready_insert
);
    reg   [2*DATA_WD - 1 : 0]    input_reg;       
    reg                          input_reg_tag;   
    reg                          output_state;    
    reg                          input_state;     
    reg   [DATA_BYTE_WD - 1 : 0] keep_insert_reg; 
    always @(posedge clk or negedge rst_n) begin
        if (!rst_n) begin
            ready_insert <= 0;
            ready_in <= 0;
            input_reg <= 0;
            input_reg_tag <= 1;  
            input_state <= 0;
            keep_insert_reg <= 0;
        end      
        else begin
            if (keep_insert)
                keep_insert_reg <= keep_insert;
            else 
                keep_insert_reg <= keep_insert_reg; 
            if (valid_insert) 
                ready_insert <= ~ready_insert;         
            else 
                ready_insert <= ready_insert; 
            if (valid_in) 
                ready_in <= ~ready_in;
            else 
                ready_in <= ready_in ; 
            if (valid_insert) 
                input_state <= 1;  
            else if (last_in) 
                input_state <= 0;
            else 
                input_state <= input_state;
            if (input_state || output_state)  
                input_reg_tag <= !input_reg_tag; 
            else 
                input_reg_tag <= input_reg_tag ;
            if (input_reg_tag && input_state)  begin
                if (valid_insert) 
                    input_reg [2*DATA_WD-1 : DATA_WD] <= data_insert; 
                else 
                    input_reg [2*DATA_WD-1 : DATA_WD] <= data_in;
            end
            else if (!input_reg_tag && input_state) begin
                if (valid_insert) 
                    input_reg [DATA_WD-1 : 0] <= data_insert;
                else 
                    input_reg [DATA_WD-1 : 0] <= data_in;
            end
            else 
                input_reg <= input_reg;
        end
    end
    always @(posedge clk or negedge rst_n) begin
        if (!rst_n) begin
            last_out <= 0;
            valid_out <= 0;
            output_state <= 0;
        end
        else begin
            last_out <= last_in;
            if (ready_out)  
                valid_out <= 0;
            else 
                valid_out <= valid_in;
            if (valid_out) 
                output_state <= 1;
            else if (last_out)
                output_state <= 0;
            else 
                output_state <= output_state;
        end
    end
    genvar i;
    wire [DATA_WD - 1 : 0]      data_out_dummy [DATA_BYTE_WD - 2 : 0];
    wire [DATA_WD - 1 : 0]      data_out_reg   [DATA_BYTE_WD - 2 : 0];
    wire [DATA_BYTE_WD - 1 : 0] keep_out_dummy [DATA_BYTE_WD - 2 : 0];
    generate
         for (i = 0; i < DATA_BYTE_WD - 1 ; i = i + 1)
             begin:MUX_OUTPUT
                assign data_out_reg [i] = input_reg_tag ? input_reg [DATA_WD + 7 + 8*i : 8 + 8*i] : {input_reg [i*8 + 7 : 0] , input_reg [2*DATA_WD-1 : DATA_WD + 8 + 8*i]}; 
                assign data_out_dummy [i] = (byte_insert_cnt == i) ? data_out_reg [i] : 0;
                assign keep_out_dummy [i] = {keep_insert_reg [i : 0] , keep_in [DATA_BYTE_WD - 1 : i + 1]};
    end
    endgenerate
    always @(*) begin
        if (output_state) begin
            if (byte_insert_cnt == 3) begin   
                if (input_reg_tag)
                    data_out = input_reg [2*DATA_WD - 1 : DATA_WD];
                else 
                    data_out = input_reg [DATA_WD - 1 : 0];
            end
            else
                data_out = data_out_dummy [byte_insert_cnt];
        end
        else 
            data_out = 0;
        if (last_out)      
            keep_out = keep_out_dummy [byte_insert_cnt];
        else
            keep_out = 0;
    end
endmodule
==> ./run.sh <==
#!/bin/bash
# OpenROAD 26Q1-2900-gdf79404cd8, Yosys 0.63+post, stock flow scripts
make -C /OpenROAD-flow-scripts/flow DESIGN_CONFIG=/design/flow/config.mk WORK_HOME=/design/flow/orfs finish
==> ./config.mk <==
export PLATFORM = sky130hd
export DESIGN_NAME = axi_stream_insert_header
export DESIGN_NICKNAME = axi_stream_insert_header
export VERILOG_FILES = /design/flow/design.v
export SDC_FILE = /design/flow/constraint.sdc
export NUM_CORES = 4
export LEC_CHECK = 1
export CORE_UTILIZATION = 30
==> ./constraint.sdc <==
current_design axi_stream_insert_header

set clk_period 5.1
set clk_io_pct 0.2

create_clock -name clk0 -period $clk_period [get_ports {clk}]

set non_clock_inputs [all_inputs -no_clocks]
set_input_delay [expr $clk_period * $clk_io_pct] -clock clk0 $non_clock_inputs
set_output_delay [expr $clk_period * $clk_io_pct] -clock clk0 [all_outputs]
==> flow_summary.json <==
{
  "hold_class": "flop to flop",
  "ys_cells": 483,
  "nFillCells": 1361,
  "avgViaCountPerCell": 5.30,
  "overflow": 0,
  "n_antenna_cell": 0,
  "synth_area_per_cell_um2": 9.60,
  "synthTopCellsByArea": "dfrtp_1 39%, mux2_2 13%, mux2i_1 6.9%, a21oi_1 5.2%, nor2_1 4.8%",
  "endpoint": "data_out[30]",
  "p_leak_uw": 0.00250,
  "grt_pass1_wl_um": 20200,
  "cp_max_fo": 16,
  "ff_type": "dfrtp_1",
  "most_common_cell": "dfrtp_1",
  "path_depth": 7,
  "critPathArrivalTime_ps": 3550,
  "period_needed_ps": 4570,
  "yosysUniqueCellTypes": 31,
  "fp.dieW_um": 126,
  "antenna_found_initial": 0,
  "cts.hold.buffers_added": 0,
  "crit_path_max_incr_delay_ps": 560,
  "core_um2": 15100,
  "timing.rr.end": "input_reg[57]",
  "clock.fmax_mhz": 219,
  "grtUsageMet2_pct": 23.9,
  "warnings": 29,
  "maxSlewViolCount": 0,
  "drt_iter0_drc": 267,
  "top_area_cell": "dfrtp_1",
  "netlist_area_um2": 4640,
  "worst_setup_path_start_kind": "input port",
  "fin_skew_ps": 6.19,
  "path_class": "input port to output port",
  "cellPowerDensity_nw_per_um2": 506,
  "async_reset_ff_share_pct": 100,
  "edf_count": 0,
  "dpl.hpwl_um": 8880,
  "synth_top_area_share_pct": 39.4,
  "first_global_vias": 3741,
  "cp.required_ps": 4080,
  "post_cts_buffers": 0,
  "largest_reg_flops": 64,
  "crit_start": "byte_insert_cnt[1]",
  "wl_per_cell_um": 16.4,
  "grtUsageMet1_pct": 26.1,
  "crit_family": "buffers and inverters",
  "cts.htree.levels": 3,
  "cp_cell_sequence": "clkdlybuf4s50_1, ha_1, or2_1, buf_4, a221oi_1, nor2_1, clkdlybuf4s50_1",
  "r2r_slack_ps": 3190,
  "post_cts_resized": 0,
  "worstMarginPinSlew_ps": 659,
  "stdcell_area_um2": 6200,
  "firstDrtPassIters": 5,
  "placed_area_um2": 5900,
  "drc": 0,
  "gp_congestion": 0.881,
  "grt.total_usage_pct": 16.6,
  "finalHoldViolCount": 0,
  "drive_above_1_share_pct": 16.6,
  "grt_use_met3_pct": 4.30,
  "cts_made_buffers": 9,
  "rows": 45,
  "area_delta_synth_final_pct": 33.7,
  "dieArea_um2": 16000,
  "yosysSeqAreaShare_pct": 40.0,
  "synth_flop_count": 74,
  "antenna_violating_nets_post_route": 0,
  "fp_util_pct": 30.6,
  "ys_top_cells_by_count": "73 x dfrtp_1, 59 x nor2_1, 53 x mux2_2",
  "cts_root_buf": "clkbuf_16",
  "busiest_layer": "met1",
  "rsz0062_at_grt": "no",
  "status": "complete, no violations",
  "tritoncts": "yes",
  "ios": 120,
  "wl_um": 12700,
  "cpMostUsedCell": "clkdlybuf4s50_1",
  "syn_inst": 483,
  "cap_viol_max_count": 0,
  "finalClockPeriodUsage_pct": 89.5,
  "clock_path_buffers": 2,
  "port-buffer-count": 118,
  "setup_viol_count_final": 0,
  "end_kind": "output port",
  "finalSetupTns_ps": 0,
  "cts.clk_slew.worst_paths_ps": 50,
  "yosys_area_um2": 4640,
  "vdd.ir_drop.worst_uv": 207,
  "r2r-start": "input_reg_tag",
  "worstRegToRegCells": 4,
  "vias": 4104,
  "grt_max_degree": 65,
  "relSlewSlack_pct": 56.0,
  "cp.buffers_inverters": 3,
  "ys_warn_count": 1,
  "crit_path_top_delay_cell": "or2_1",
  "numClockSinks": 74,
  "clock.latency.late_pin_ps": 330,
  "fp.dieH_um": 126
}
## worst register-to-register path, delay by kind of cell, from the launching register on
kind	cells	cell delay, ps
AND/OR/NAND/NOR	2	360
flip-flops	1	800
buffers and inverters	1	530
AND-OR/OR-AND	1	150
## area by class of cell
class | count | area (um2) | area share, %
Inverter | 6 | 22.5 | 0.363
Multi-Input combinational cell | 355 | 2490 | 40.2
Sequential cell | 74 | 1850 | 29.9
Tap cell | 188 | 235 | 3.79
Clock buffer | 12 | 246 | 3.97
Clock inverter | 4 | 51.3 | 0.827
Timing Repair Buffer | 135 | 1300 | 21.0
## layout by cell type (no fill, tap or decap), types with 2 or more instances in the layout
cell type and count:
a221oi_1 25, a22oi_1 8, ha_1 4, clkbuf_1 2, a21o_1 2, clkdlybuf4s50_1 116, o21ai_0 40, mux2_4 3
dfrtp_1 73, mux2_2 53, a21oi_1 48, nor2b_1 7, buf_4 18, inv_1 6, nor3_1 4, mux2i_1 32
a221oi_2 3, o221ai_1 24, xor2_1 2, clkbuf_16 9, nand2_1 33, nor2_1 59, a31o_2 2
## stage by stage
step	util [%]	cells	setup WS (ps)	hold slack, ps	power, uW
2_1_floorplan	-	483	1850	404	2060
3_3_place_gp	39.0	758	573	443	2470
3_5_place_dp	39.0	758	546	454	2500
4_1_cts	40.9	774	535	463	3150
5_1_grt	40.9	774	433	477	3380
6_report	40.9	774	533	457	3140
## where the power goes
part           internal, uW  switching (uW)
sequential              856             191
combinational           745             720
clock                   392             238
## cell families (layout without fill, tap and decap cells)
logic type,Yosys count,after routing,synth area share [%]
compound gates,152,152,21.7
simple gates,108,108,9.52
mux,88,88,20.7
flops,74,74,40.0
buf+inv,54,157,6.42
fa+ha+maj,4,4,1.08
xor+xnor,3,3,0.567
## layer usage
metal / part of all wire (%) / routed length (um) / vias up
li1: - / - / 1969
met1: 47 / 6010 / 1963
met2: 43 / 5480 / 163
met3: 8.3 / 1060 / 9
met4: 1.3 / 159 / 0
met5: 0 / 0 / -
## worst min path at each step
stage     cells past startpoint          from           end  slack, ps
6_report                      1     valid_out  output_state        460
5_1_grt                       1     valid_out  output_state        480
4_1_cts                       1  ready_insert  ready_insert        460
Power and IR drop assume default switching activity.
